--- config.mk ---
export PLATFORM = sky130hd
export DESIGN_NAME = carry_select_adder_module
export DESIGN_NICKNAME = carry_select_adder_module
export VERILOG_FILES = /design/flow/design.v
export SDC_FILE = /design/flow/constraint.sdc
export NUM_CORES = 4
export LEC_CHECK = 1
export CORE_AREA = 10 10 85 85
export DIE_AREA = 0 0 95 95
--- constraint.sdc ---
current_design carry_select_adder_module

set clk_period 34.0
set clk_io_pct 0.2

create_clock -name clk0 -period $clk_period

set non_clock_inputs [all_inputs -no_clocks]
set_input_delay [expr $clk_period * $clk_io_pct] -clock clk0 $non_clock_inputs
set_output_delay [expr $clk_period * $clk_io_pct] -clock clk0 [all_outputs]
--- design.v ---
`timescale 1ns / 1ps
module full_adder (
    input   wire    iA, iB, iCarry,
    output  wire    oSum, oCarry
);
    assign oSum = ( iA ^ iB ) ^ iCarry;
    assign oCarry = ( iA & iB ) | ( ( iA ^ iB ) & iCarry );
endmodule
`timescale 1ns / 1ps
module ripple_carry_adder_Nb #(
    parameter   ADDER_WIDTH = 16
    )
    (
    input   wire [ADDER_WIDTH-1:0]  iA, iB, 
    input   wire                    iCarry,
    output  wire [ADDER_WIDTH-1:0]  oSum, 
    output  wire                    oCarry
);
    wire [0:ADDER_WIDTH-2] c;
    full_adder full_adder_lead (
                    .iA(iA[0]),
                    .iB(iB[0]),
                    .iCarry(iCarry),
                    .oSum(oSum[0]),
                    .oCarry(c[0]) );
    genvar i;
    generate
        for (i=1; i<ADDER_WIDTH-1; i=i+1)
        begin
            full_adder full_adder_int(
                .iA(iA[i]),
                .iB(iB[i]),
                .iCarry(c[i-1]),
                .oSum(oSum[i]),
                .oCarry(c[i]) );
        end
    endgenerate
    full_adder full_adder_last (
                   .iA(iA[ADDER_WIDTH-1]),
                   .iB(iB[ADDER_WIDTH-1]),
                   .iCarry(c[ADDER_WIDTH-2]),
                   .oSum(oSum[ADDER_WIDTH-1]),
                   .oCarry(oCarry) );
endmodule
`timescale 1ns / 1ps
module carry_select_adder_block #(
    parameter ADDER_BITS = 8  
    )
    (
    input wire [ADDER_BITS-1:0]  iA, iB,
    input wire                   iCarry,
    output wire [ADDER_BITS-1:0] oSum,
    output wire                  oCarry
    );
    wire [7:0] woSum_C0;
    wire [7:0] woSum_C1;
    wire woCarry0,woCarry1;
    ripple_carry_adder_Nb #(.ADDER_WIDTH(ADDER_BITS)) ripple_carry_adder_carry0
    (.iA(iA),.iB(iB),.iCarry(0),.oSum(woSum_C0),.oCarry(woCarry0));
    ripple_carry_adder_Nb #(.ADDER_WIDTH(ADDER_BITS)) ripple_carry_adder_carry1
    (.iA(iA),.iB(iB),.iCarry(1),.oSum(woSum_C1),.oCarry(woCarry1));
    assign oSum = (iCarry == 1)? woSum_C1 : woSum_C0;
    assign oCarry = (iCarry == 1)? woCarry1 : woCarry0;
endmodule
`timescale 1ns / 1ps
module carry_select_adder_module #(
    parameter ADDER_WIDTH = 32,
    parameter BLOCK_WIDTH = 8,
    parameter BLOCK_SIZE = ADDER_WIDTH/BLOCK_WIDTH
    )
    (
    input wire [ADDER_WIDTH-1:0]    iA, iB,
    input wire                      iCarry,
    output wire [ADDER_WIDTH-1:0]   oSum,
    output wire                     oCarry
    );
    wire [BLOCK_SIZE-2:0] wCarry;
    ripple_carry_adder_Nb #(.ADDER_WIDTH(BLOCK_WIDTH)) ripple_carry_adder_Nb_lead (
                                        .iA(iA[BLOCK_WIDTH-1:0]),
                                        .iB(iB[BLOCK_WIDTH-1:0]),
                                        .iCarry(iCarry),
                                        .oSum(oSum[BLOCK_WIDTH-1:0]),
                                        .oCarry(wCarry[0]));
    genvar i;
    generate
        for (i=1; i<BLOCK_SIZE-1; i=i+1)
        begin
            carry_select_adder_block #(.ADDER_BITS(BLOCK_WIDTH)) carry_select_adder_block_inst (
                                        .iA(iA[(i+1)*(BLOCK_WIDTH)-1:i*BLOCK_WIDTH]),
                                        .iB(iB[(i+1)*(BLOCK_WIDTH)-1:i*BLOCK_WIDTH]),
                                        .iCarry(wCarry[i-1]),
                                        .oSum(oSum[(i+1)*BLOCK_WIDTH-1:i*BLOCK_WIDTH]),
                                        .oCarry(wCarry[i]) );
        end
    endgenerate
    carry_select_adder_block #(.ADDER_BITS(BLOCK_WIDTH)) carry_select_adder_end (
                                        .iA(iA[ADDER_WIDTH-1:ADDER_WIDTH-BLOCK_WIDTH]),
                                        .iB(iB[ADDER_WIDTH-1:ADDER_WIDTH-BLOCK_WIDTH]),
                                        .iCarry(wCarry[BLOCK_SIZE-2]),
                                        .oSum(oSum[ADDER_WIDTH-1:ADDER_WIDTH-BLOCK_WIDTH]),
                                        .oCarry(oCarry) );
endmodule
--- run.sh ---
#!/bin/bash
# OpenROAD 26Q1-2900-gdf79404cd8, Yosys 0.63+post, stock flow scripts
make -C /OpenROAD-flow-scripts/flow DESIGN_CONFIG=/design/flow/config.mk WORK_HOME=/design/flow/orfs finish
==> results.toml <==
# yosys + openroad results
[power]
peakVddDrop_uv = 5.89
power_density_nw_per_um2 = 17.7
pwr-share-comb_pct = 100.0
p_clk_share_pct = 0
p_leak_nw = 0.750
cellInternalPower_mw = 0.0239
p_switching_mw = 0.00870
seqPwrFrac_pct = 0
switching_share_pct = 26.7

[setup_path]
crit_required_ns = 27.20
cp-end-kind = "output port"
worstPathArrival_ns = 19.77
critical_path.most_common_cell = "fa_1"
path_class = "input pin to output port"
critPathMaxStageDelay_ns = 0.47
worstPathMaxFanout = 3
cp-start-kind = "input pin"
slowest_stage = "clkdlybuf4s50_1"
crit_buf_inv = 6
cp_top_family = "adder cells"

[timing]
min_period_ns = 26.57
hold_slack_ns = 14.66
rsz0062_at_grt = "false"
fin_crit_sh_pct = 78.2
clock.fmax_ghz = 0.0376
hold_violations = 0
worst-slew-pin-transition_ns = 0.244
fin_setup_tns_ns = 0
setup_viol = 0
final_max_slew_viol_count = 0
maxSlewHeadroom_pct = 83.7

[detailed_routing]
first_pass_iters = 4
diodes = 0
via_count = 809
wl_per_cell_um = 13.4
drc_errors = 0
routed_wl_um = 3080
dr.first_iter.drc_count = 4
vias_per_cell = 3.52
drt.antenna.violating_nets = 0

[finish]
ff_latch_area_um2 = 0
logic_area_um2 = 708
fin_area_um2 = 1840
final.fill_count = 582
drive_above_1_share_pct = 0
clkbuf_count = 0
area_growth_pct = 122
flops = 0
stdcell_count = 230

[global_routing]
grt_max_degree = 4
antenna_found_initial = 0
track_usage_pct = 6.61
grt_pass1_vias = 942
grt_overflow = 0
grt_pass1_wl_um = 4630

[synth]
synth_cells = 68
ys_chip_area_um2 = 828
ys_cells = 68
synth_seq_share_pct = 0
synth.avg_cell_area_um2 = 12.2
yosys.cell_types.count = 7
synth_warnings = 2
syn-cell-area_um2 = 828

[floorplanning]
ios = 98
die_w_um = 95
initCoreUtil_pct = 15.1
die_y_um = 95
fp-row-count = 27
die_area_um2 = 9030
core_um2 = 5470

[cts]
post_cts_buffers = 0
hold_buffers = 0
cts_resized = 0

[placement]
placed_cells = 230
place_area_um2 = 1840
dpl.hpwl_um = 3080
portBuffers = 98
place_congestion = 0.827

[job]
drv_cap = 0
warnings = 35

[min_path]
hp-class = "input pin to output port"

[run_status]
status = "complete, no violations"
## metrics by stage
stage	setup slack, ns	util [%]	total power, mW
floorplan	8.90	-	0.00747
global placement	7.29	33.6	0.0337
detailed placement	7.27	33.6	0.0337
CTS	7.27	33.6	0.0339
global route	6.80	33.6	0.0370
finish	7.43	33.6	0.0326
## layout make-up
type | count | area share, %
timing repair buffer | 98 | 53.3
multi-input combinational | 44 | 38.5
tap | 72 | 4.90
inverter | 16 | 3.27
## worst min-delay path, stage by stage
cell and delay, ns:
clkdlybuf4s50_1 0.40, inv_1 0.07, fa_1 0.16, inv_1 0.04, clkdlybuf4s50_1 0.39
## final timing paths
kind,from,end,depth (start not counted)
worst min-delay path,iB[31],oCarry,5
worst max-delay path,iA[0],oSum[31],41
## metal layers
layer	part of all wire (%)	vias up	track usage (%)
met3	29	0	6.41
met4	0	0	0
met5	0	-	0
li1	-	366	-
met1	38	354	7.98
met2	33	89	8.92
## synth_stat cells
cell type | number | area share [%]
xor2_1 | 3 | 3.2
nor2_1 | 3 | 1.4
ha_1 | 6 | 9.1
fa_1 | 29 | 70
inv_1 | 16 | 7.3
buf_4 | 8 | 7.3
a21oi_1 | 3 | 1.8
## cells in the final DEF (no fill, tap or decap), drive strengths merged
cell / Yosys / final
clkdlybuf4s50: 0 / 98
fa: 29 / 29
inv: 16 / 16
ha: 6 / 6
xor2: 3 / 3
nor2: 3 / 3
a21oi: 3 / 3
## cell families after synthesis
group / synth area share, %
xor+xnor: 3.17
buf+inv: 14.5
compound gates: 1.81
simple gates: 1.36
fa+ha+maj: 79.2
## power by group through the flow
stage	registers (mW)	clock network, mW	logic, mW
after CTS	0	0	0.0339
after global routing	0	0	0.0370
final	0	0	0.0326
Power and IR drop assume default switching activity.
