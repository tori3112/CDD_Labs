## ./run.sh

```bash
#!/bin/bash
# OpenROAD 26Q1-2900-gdf79404cd8, Yosys 0.63+post, stock flow scripts
make -C /OpenROAD-flow-scripts/flow DESIGN_CONFIG=/design/flow/config.mk WORK_HOME=/design/flow/orfs finish
```

## ./config.mk

```make
export PLATFORM = sky130hd
export DESIGN_NAME = mp_adder
export DESIGN_NICKNAME = mp_adder
export VERILOG_FILES = /design/flow/design.v
export SDC_FILE = /design/flow/constraint.sdc
export NUM_CORES = 4
export LEC_CHECK = 1
export CORE_AREA = 10 10 588 588
export DIE_AREA = 0 0 598 598
```

## ./constraint.sdc

```tcl
current_design mp_adder

set clk_period 107.6
set clk_io_pct 0.2

create_clock -name clk0 -period $clk_period [get_ports {iClk}]

set non_clock_inputs [all_inputs -no_clocks]
set_input_delay [expr $clk_period * $clk_io_pct] -clock clk0 $non_clock_inputs
set_output_delay [expr $clk_period * $clk_io_pct] -clock clk0 [all_outputs]
```

## ./design.v

```verilog
`timescale 1ns / 1ps
module full_adder (
    input   wire    iA, iB, iCarry,
    output  wire    oSum, oCarry
);
    assign oSum = ( iA ^ iB ) ^ iCarry;
    assign oCarry = ( iA & iB ) | ( ( iA ^ iB ) & iCarry );
endmodule
`timescale 1ns / 1ps
module ripple_carry_adder_Nb #(
    parameter   ADDER_WIDTH = 16
    )
    (
    input   wire [ADDER_WIDTH-1:0]  iA, iB, 
    input   wire                    iCarry,
    output  wire [ADDER_WIDTH-1:0]  oSum, 
    output  wire                    oCarry
);
    wire [0:ADDER_WIDTH-2] c;
    full_adder full_adder_lead (
                    .iA(iA[0]),
                    .iB(iB[0]),
                    .iCarry(iCarry),
                    .oSum(oSum[0]),
                    .oCarry(c[0]) );
    genvar i;
    generate
        for (i=1; i<ADDER_WIDTH-1; i=i+1)
        begin
            full_adder full_adder_int(
                .iA(iA[i]),
                .iB(iB[i]),
                .iCarry(c[i-1]),
                .oSum(oSum[i]),
                .oCarry(c[i]) );
        end
    endgenerate
    full_adder full_adder_last (
                   .iA(iA[ADDER_WIDTH-1]),
                   .iB(iB[ADDER_WIDTH-1]),
                   .iCarry(c[ADDER_WIDTH-2]),
                   .oSum(oSum[ADDER_WIDTH-1]),
                   .oCarry(oCarry) );
endmodule
`timescale 1ns / 1ps
module mp_adder #(
      parameter OPERAND_WIDTH = 512,
      parameter ADDER_WIDTH   = 16,
      parameter N_ITERATIONS  = OPERAND_WIDTH / ADDER_WIDTH
    )
    (
    input  wire                       iClk,
    input  wire                       iRst,
    input  wire                       iStart,
    input  wire [OPERAND_WIDTH-1:0]   iOpA,
    input  wire [OPERAND_WIDTH-1:0]   iOpB,
    output wire [OPERAND_WIDTH:0]     oRes,  
    output wire                       oDone);
    wire [OPERAND_WIDTH-1:0] regA_D;
    reg  [OPERAND_WIDTH-1:0] regA_Q;
    always @(posedge iClk)
    begin
        if(iRst==1)     regA_Q <= { OPERAND_WIDTH{1'b0} }; 
        else            regA_Q <= regA_D;
    end
    wire [OPERAND_WIDTH-1:0] regB_D;
    reg  [OPERAND_WIDTH-1:0] regB_Q;    
    always @(posedge iClk)
    begin
      if(iRst==1)       regB_Q <= {OPERAND_WIDTH{1'b0}}; 
      else              regB_Q <= regB_D;
    end
    reg          muxA_sel;
    wire [OPERAND_WIDTH-1:0] muxA_Out;
    assign muxA_Out = (muxA_sel == 0) ? iOpA : { {ADDER_WIDTH{1'b0}}  , regA_Q[OPERAND_WIDTH-1:ADDER_WIDTH]};
    assign regA_D = muxA_Out;
    reg          muxB_sel;
    wire  [OPERAND_WIDTH-1:0] muxB_Out;
    assign muxB_Out = (muxB_sel == 0) ? iOpB : { {ADDER_WIDTH{1'b0}}  , regB_Q[OPERAND_WIDTH-1:ADDER_WIDTH]};
    assign regB_D = muxB_Out;
    wire [ADDER_WIDTH-1:0]  operandA;
    wire [ADDER_WIDTH-1:0]  operandB;
    wire                    carry_in;
    wire [ADDER_WIDTH-1:0]  result;
    wire                    carry_out;
    ripple_carry_adder_Nb #( .ADDER_WIDTH(ADDER_WIDTH) ) 
    ripple_carry_inst   (
        .iA( operandA ), 
        .iB( operandB ),
        .iCarry( carry_in ),
        .oSum(result),
        .oCarry(carry_out)
      );
    reg  [OPERAND_WIDTH-1:0] regResult;
    always @(posedge iClk)
    begin
        if(iRst==1)   regResult <= { OPERAND_WIDTH{1'b0} };
      else            regResult <= { result, regResult[OPERAND_WIDTH-1:ADDER_WIDTH] };
    end
    reg  regCout;
    always @(posedge iClk)
    begin
      if(iRst==1)   regCout <= 1'b0;
      else          regCout <= carry_out;
    end
    reg  muxCarry_sel;
    wire muxCarryIn;
    assign muxCarryIn = (muxCarry_sel == 0) ? 1'b0 : regCout;
    assign operandA = regA_Q;
    assign operandB = regB_Q;
    assign carry_in = muxCarryIn;
    assign oRes = { regCout, regResult};
    localparam s_IDLE         = 3'b000;
    localparam s_STORE_OPS    = 3'b001;
    localparam s_ADD_FIRST    = 3'b010;
    localparam s_ADD_WORDS    = 3'b011;
    localparam s_DONE         = 3'b100;
    reg [2:0] rFSM_current, wFSM_next;
    always @(posedge iClk)
    begin
        if(iRst==1)	  
            rFSM_current <= s_IDLE;
        else          
            rFSM_current <= wFSM_next;
    end
    reg [$clog2(N_ITERATIONS):0] rCnt_Current, wCnt_next;
    always @(posedge iClk)
    begin
        if(iRst==1)	  
            rCnt_Current <= 0;
        else          
            rCnt_Current <= wCnt_next;
    end
    always @(*)
    begin
        case(rFSM_current)
            s_IDLE: 
              begin         
                muxA_sel = 0;
                muxB_sel = 0;
                muxCarry_sel = 0;
                wCnt_next = 0;
                if (iStart==1)
                    wFSM_next = s_STORE_OPS;
                else
                    wFSM_next = s_IDLE;
              end
            s_STORE_OPS: 
              begin
                muxA_sel = 0;
                muxB_sel = 0;
                muxCarry_sel = 0;
                wCnt_next = rCnt_Current + 1;
                wFSM_next = s_ADD_FIRST;
              end
            s_ADD_FIRST: 
              begin
                muxA_sel = 1;
                muxB_sel = 1;
                muxCarry_sel = 0;
                wCnt_next = rCnt_Current + 1;
                wFSM_next = s_ADD_WORDS;
              end
            s_ADD_WORDS: 
              begin
                muxA_sel = 1;
                muxB_sel = 1;
                muxCarry_sel = 1;
                wCnt_next = rCnt_Current + 1;
                if ( rCnt_Current < (N_ITERATIONS - 1) )
                  wFSM_next = s_ADD_WORDS;
                else
                  wFSM_next = s_DONE;
              end
            s_DONE:
              begin
                muxA_sel = 1;
                muxB_sel = 1;
                muxCarry_sel = 1;
                wCnt_next = 0;
                wFSM_next = s_IDLE;
              end  
            default: 
              begin 
                muxA_sel = 0;
                muxB_sel = 0;
                muxCarry_sel = 0;
                wCnt_next = 0;
                wFSM_next = s_IDLE;
              end
        endcase
    end
    reg regDone;
    always @(posedge iClk)
    begin
      if(iRst)    regDone <= 1'd0; 
      else        regDone <= ( rFSM_current == s_DONE ) ? 1'b1 : 1'b0;
    end
    assign oDone = regDone;
endmodule
```

==> run summary <==
run results: status finished clean, worst-case reg-to-reg path depth 19, core area approximately 0.33 mm², DRC 0, cts hold-fix bufs 0, Global Route Usage Sum 13.9%, flop2flop setup slack 99640 ps, detailed placement HPWL between 200000 and 250000 µm, layout overhead on the synthesized area 51.3%, setup TNS 0 ps, Clock Power Share 46.9%, Synth Area in Adders less than 1%, Compound-Gate Fraction of Synth Area about a tenth, total routed wirelength 257000 µm, largest net degree at the start of global routing 123, Slew Viols, Final 0, Die Y between 500 and 600 µm, total power roughly 1.4 mW, clk latency late pin 870 ps, Max VDD drop 0.0159 mV, Comb pwr share 8.1%, critical path class in2reg, Sw Ratio 24.7%, post-CTS sizing 0, pre-CTS WS between 80000 and 90000 ps, P_leak 28.9 nW, Post-Syn Instances 5516, Worst setup SP type input port, RSZ-0062 raised after global routing false, Finished Cell Area 0.0754 mm², worst hold endpoint regA_Q[467], die width 598 µm, Cell Type Count 25, critical path fanouts, max 72, fp util between 10 and 15%, setup violators final 0, Post-synth seq share between 60% and 70%, yosys xor share 0.0528%, CP required around 110000 ps, Ys Warns 1, gpl congestion slightly above 0.9, Worst Tran Pin Value between 800 and 900 ps, cell count listed in synth_stat.txt 5516, Clk Tree Root Cell clkbuf_16, delay of the slowest critical-path stage 710 ps, maximum clock frequency roughly 40 MHz, vias in the first global route 41567, Dominant combinational family simple AND/OR/NAND/NOR gates, crit-path cells buf_12, buf_4, buf_4, buf_4, buf_4, buf_4, nor2b_1, CTS sink cnt 1549, htree depth 4, most common cell after layout, fill and taps aside nand2_1, Final WS setup 83160 ps, crit-path most repeated cell buf_4, post-CTS setup buffers 0, Mapped Area 0.0498 mm², Placed Area 0.0689 mm², worst hold path class reg2reg, CTS Buf Count 182, CP Capture Type flip-flop, Worst-path clk slew about 60 ps, PwrDens 18.3 mW/mm², Avg Cell Area, Syn 9.03 µm², antenna violations before repair about 110, stage-log warning count 29, vias per inst ~3.6, final hold violations 0, I/O Buffers approximately 1500, Seq pwr share 45.0%, post-detailed-route count of antenna-violating nets 0, worst r2r dst regResult[511], Multiplexer share 0%, origin of the worst min-delay path regA_Q[483], IO Count approximately 1500, P_sw 0.341 mW, Buf/Inv on CP 6, first-pass GRT wire length 340000 µm, WP data arrival 25150 ps, Critical Path Slowest Stage Cell buf_4, Rel. slew slack a little over two fifths, worst r2r src rFSM_current[4], row count between 200 and 250, Worst Hold Depth 2, die area between 0.3 and 0.4 mm², WL/cell 22.3 µm, Max Cap Violations 0, CTS tree done, minimum clock period 24440 ps, GRT overflow 0, Synth flops between 1500 and 2000, skew final 71.0 ps, cell internal pwr just over 1 mW, Top Layout Cells nand2_1 (1986), dfxtp_1 (1549), clkdlybuf4s50_1 (1539), Tcrit/Tclk final 22.7%, CTS max path bufs 4, and+or+nand+nor area frac 22.0%, share of cells above drive strength 1 5.35%, Top delay family on crit path buffers and inverters, Yosys Chip Area 0.0498 mm², DRT iter0 DRCs 2878, TritonRoute pass-1 iters 8, DR vias 41369
-- worst reg2reg max path, cell delays in order (launching register included) --
cell and delay [ps]:
dfxtp_1 370, o21a_1 230, fa_1 380, fa_1 410
fa_1 390, fa_1 400, fa_1 400, fa_1 420
fa_1 460, fa_1 430, fa_1 600, fa_1 490
fa_1 390, fa_1 390, fa_1 530, fa_1 540
fa_1 430, inv_1 90, fa_1 400, nor2_1 120
-- Yosys cell counts --
library cell	instances	area [µm²]
or3_1	2	12.5
or2_2	1	6.26
nor2b_1	513	3210
and2_1	32	200
buf_2	76	380
buf_1	2	7.51
nor3b_1	1	7.51
a41oi_1	1	8.76
nor2_1	10	37.5
o21ai_0	2	10.0
buf_6	89	1000
nand2_1	1986	7450
nor3_1	2	10.0
fa_1	16	320
xor2_1	2	17.5
nor4_1	1	6.26
clkbuf_1	170	638
a21oi_1	994	4970
o21a_1	1	7.51
nand3_1	3	15.0
inv_1	5	18.8
buf_4	56	420
dfxtp_1	1549	31000
xnor2_1	1	8.76
ha_1	1	12.5
-- per-layer routing --
metal / part of all wire [%] / track usage (%) / vias up / wire length [µm]
met1: 37 / 15.9 / 19188 / 95100
met5: 0.14 / 0 / - / 347
met2: 50 / 24.0 / 1409 / 130000
li1: - / - / 20327 / -
met3: 8.5 / 4.90 / 393 / 21800
met4: 3.8 / 5.34 / 52 / 9740
-- cell families after synthesis --
| logic type | after synthesis |
|---|---|
| AOI/OAI and AO/OA | 998 |
| buffers and inverters | 398 |
| and+or+nand+nor | 2551 |
| DFF | 1549 |
| adders and majority gates | 17 |
| xor gates and xnor gates | 3 |
-- per-stage QoR --
step                hold WS, ps  utilization [%]  cells
global placement            424             20.7  11129
global route                428             22.6  11502
detailed placement          426             20.7  11129
floorplan                   414                -   5516
finish                      400             22.6  11524
CTS                         407             22.6  11459
-- flip-flops by register name, indices dropped and copies added, names as in the netlist --
name,flops
regDone,1
rFSM_current,5
regCout,1
regA_Q,512
regResult,512
regB_Q,512
rCnt_Current,6
-- power groups by stage --
stage / clock [mW] / combinational (mW) / sequential, mW
CTS: 0.668 / 0.113 / 0.622
global route: 0.689 / 0.123 / 0.624
finish: 0.648 / 0.111 / 0.620
-- worst max path at each step --
stage | from | endpoint | slack [ps] | cells past startpoint
4_1_cts | iRst | regResult[362] | 83180 | 7
5_1_grt | iRst | regResult[362] | 82850 | 7
6_report | iRst | regResult[362] | 83160 | 7
-- area by class of cell --
class | count | area [µm²]
Fill cell | 36227 | 258000
Clock inverter | 76 | 1130
Clock buffer | 254 | 5170
Multi-Input combinational cell | 3569 | 16300
Antenna cell | 65 | 163
Tap cell | 4387 | 5490
Timing Repair Buffer | 1619 | 16000
Inverter | 5 | 18.8
Sequential cell | 1549 | 31000
Power figures rest on the tool's default switching activity, not on a simulated workload.
