==> design/flow/config.mk <==
export PLATFORM = sky130hd
export DESIGN_NAME = uart_top
export DESIGN_NICKNAME = uart_top
export VERILOG_FILES = /design/flow/design.v
export SDC_FILE = /design/flow/constraint.sdc
export NUM_CORES = 4
export LEC_CHECK = 1
export CORE_UTILIZATION = 30
==> design/flow/constraint.sdc <==
current_design uart_top

set clk_period 3.7
set clk_io_pct 0.2

create_clock -name clk0 -period $clk_period [get_ports {iClk}]

set non_clock_inputs [all_inputs -no_clocks]
set_input_delay [expr $clk_period * $clk_io_pct] -clock clk0 $non_clock_inputs
set_output_delay [expr $clk_period * $clk_io_pct] -clock clk0 [all_outputs]
==> design/flow/design.v <==
`timescale 1ns / 1ps
module uart_top #(
    parameter   NBYTES        = 12,
    parameter   CLK_FREQ      = 125_000_000,
    parameter   BAUD_RATE     = 115_200
  )  
  (
    input   wire   iClk, iRst,
    input   wire   iRx,
    output  wire   oTx
  );
  reg [NBYTES*8-1:0] rBuffer;
  localparam s_IDLE         = 3'b000;
  localparam s_WAIT_RX      = 3'b001;
  localparam s_TX           = 3'b010;
  localparam s_WAIT_TX      = 3'b011;
  localparam s_DONE         = 3'b100;
  reg [2:0]   rFSM;  
  reg         rTxStart;
  reg [7:0]   rTxByte;
  wire        wTxBusy;
  wire        wTxDone;
  uart_tx #(  .CLK_FREQ(CLK_FREQ), .BAUD_RATE(BAUD_RATE) )
  UART_TX_INST
    (.iClk(iClk),
     .iRst(iRst),
     .iTxStart(rTxStart),
     .iTxByte(rTxByte),
     .oTxSerial(oTx),
     .oTxBusy(wTxBusy),
     .oTxDone(wTxDone)
     );
  reg [$clog2(NBYTES):0] rCnt;
  always @(posedge iClk)
  begin
  if (iRst == 1 ) 
    begin
      rFSM <= s_IDLE;
      rTxStart <= 0;
      rCnt <= 0;
      rTxByte <= 0;
      rBuffer <= 0;
    end 
  else 
    begin
      case (rFSM)
        s_IDLE :
          begin
            rFSM <= s_WAIT_RX;
          end
        s_WAIT_RX :
          begin
            rBuffer <= "Hello World!";       
            rFSM <= s_TX; 
          end
        s_TX :
          begin
            if ( (rCnt < NBYTES) && (wTxBusy ==0) ) 
              begin
                rFSM <= s_WAIT_TX;
                rTxStart <= 1; 
                rTxByte <= rBuffer[NBYTES*8-1:NBYTES*8-8];             
                rBuffer <= {rBuffer[NBYTES*8-9:0] , 8'b0000_0000};     
                rCnt <= rCnt + 1;
              end 
            else 
              begin
                rFSM <= s_DONE;
                rTxStart <= 0;
                rTxByte <= 0;
                rCnt <= 0;
              end
            end 
            s_WAIT_TX :
              begin
                if (wTxDone) begin
                  rFSM <= s_TX;
                end else begin
                  rFSM <= s_WAIT_TX;
                  rTxStart <= 0;                   
                end
              end 
            s_DONE :
              begin
                rFSM <= s_DONE;
              end 
            default :
              rFSM <= s_IDLE;
          endcase
      end
    end       
endmodule
`timescale 1ns / 1ps
module uart_tx #(
    parameter   CLK_FREQ      = 125_000_000,
    parameter   BAUD_RATE     = 115_200,
    parameter   CLKS_PER_BIT  = CLK_FREQ / BAUD_RATE
  )
  (
   input wire       iClk, iRst,
   input wire       iTxStart,
   input wire [7:0] iTxByte, 
   output wire      oTxSerial,
   output wire      oTxBusy,
   output wire      oTxDone
   );
  localparam sIDLE         = 3'b000;
  localparam sTX_START     = 3'b001;
  localparam sTX_DATA      = 3'b010;
  localparam sTX_STOP      = 3'b011;
  localparam sDONE         = 3'b100;
  reg [2:0] rFSM_Current, wFSM_Next; 
  reg [$clog2(CLKS_PER_BIT):0]   rCnt_Current, wCnt_Next;
  reg [2:0] rBit_Current, wBit_Next;
  reg [7:0] rTxData_Current, wTxData_Next;
  always @(posedge iClk)
  begin
    if (iRst==1)
      begin
        rFSM_Current <= sIDLE;
        rCnt_Current <= 0;
        rBit_Current <= 0;
        rTxData_Current <= 0;
      end
    else
      begin
        rFSM_Current <= wFSM_Next;
        rCnt_Current <= wCnt_Next;
        rBit_Current <= wBit_Next;
        rTxData_Current <= wTxData_Next;
      end
  end
  always @(*)
    begin
      case (rFSM_Current)
        sIDLE :
          begin
            wCnt_Next = 0;
            wBit_Next = 0;
            if (iTxStart == 1)
              begin
                wFSM_Next = sTX_START;
                wTxData_Next = iTxByte;    
              end
            else
             begin    
                wFSM_Next = sIDLE;
                wTxData_Next = rTxData_Current;
             end
          end 
        sTX_START :
            begin
              wTxData_Next = rTxData_Current;
              wBit_Next = 0;
              if (rCnt_Current < (CLKS_PER_BIT - 1) )
                begin
                  wFSM_Next = sTX_START;
                  wCnt_Next = rCnt_Current + 1;
                end
              else
                begin
                  wFSM_Next = sTX_DATA;
                  wCnt_Next = 0;
                end
            end 
          sTX_DATA :
            begin
              if (rCnt_Current < (CLKS_PER_BIT - 1) )
                begin
                  wFSM_Next = sTX_DATA;
                  wCnt_Next = rCnt_Current + 1;
                  wTxData_Next = rTxData_Current;
                  wBit_Next = rBit_Current;
                end
              else
                begin
                  wCnt_Next = 0;
                  if (rBit_Current != 7)
                    begin
                      wFSM_Next = sTX_DATA;
                      wBit_Next = rBit_Current + 1;
                      wTxData_Next = { 1'b0, rTxData_Current[7:1] };  
                    end
                  else
                    begin
                      wFSM_Next = sTX_STOP;
                      wBit_Next = 0;
                      wTxData_Next = rTxData_Current;
                    end
                end
            end  
          sTX_STOP :
            begin
              wTxData_Next = rTxData_Current;
              wBit_Next = 0;
              if (rCnt_Current < (CLKS_PER_BIT - 1) )
                begin
                  wFSM_Next = sTX_STOP;
                  wCnt_Next = rCnt_Current + 1;
                end
              else
                begin
                  wFSM_Next = sDONE;
                  wCnt_Next = 0;
                end
            end 
          sDONE :
            begin
              wTxData_Next = rTxData_Current;
              wBit_Next = 0;
              wCnt_Next = 0;
              wFSM_Next = sIDLE;
            end
          default :
            begin
              wFSM_Next = sIDLE;
              wCnt_Next = 0;
              wBit_Next = 0;
              wTxData_Next = 0;
            end 
        endcase
    end
  reg rTxSerial;
  always @(*)
  begin
    if (rFSM_Current == sTX_START)
      rTxSerial = 0;
    else if (rFSM_Current == sTX_DATA)
      rTxSerial = rTxData_Current[0];
    else
      rTxSerial = 1;
  end
  assign oTxSerial = rTxSerial;
  assign oTxBusy = ( (rFSM_Current == sIDLE) || (rFSM_Current == sDONE) ) ? 0 : 1;
  assign oTxDone = (rFSM_Current == sDONE) ? 1 : 0;
endmodule
==> design/flow/run.sh <==
#!/bin/bash
# OpenROAD 26Q1-2900-gdf79404cd8, Yosys 0.63+post, stock flow scripts
make -C /OpenROAD-flow-scripts/flow DESIGN_CONFIG=/design/flow/config.mk WORK_HOME=/design/flow/orfs finish
==> results_tabular.tex <==
% Generated from flow reports
\begin{tabular}{lr}
\hline
Metric & Value \\
\hline
\multicolumn{2}{l}{\textbf{Status}} \\
Run status & completed \\
\multicolumn{2}{l}{\textbf{Global route}} \\
Grt ovf & 0 \\
Via count of the first global-routing pass & between 2000 and 2500 \\
First-pass GRT wire length & approximately 11 mm \\
Largest net degree at the start of global routing & 74 \\
Overall track demand over capacity in global routing & 10.75\% \\
Antenna violations before repair & 0 \\
\multicolumn{2}{l}{\textbf{Critical path}} \\
Worst flop-to-flop path startpoint & rFSM[2] \\
Worst Path Required & 3890 ps \\
Setup slack of the worst register-to-register path & $\sim$1500 ps \\
Worst path arrival time & 2410 ps \\
CP Capture Type & flop \\
Category of the critical setup timing path & flop to flop \\
Worst-case reg-to-reg path depth & 4 \\
Category of the worst setup path launch point & flop \\
Worst-path fanout max & 33 \\
Endpoint of the worst register-to-register path & rBuffer[59] \\
\multicolumn{2}{l}{\textbf{Placed design}} \\
Post-placement worst setup slack & 1478 ps \\
Port-buffer cells & 2 \\
Gpl congestion & just over 0.7 \\
Detailed placer's ending HPWL & 3.505 mm \\
\multicolumn{2}{l}{\textbf{Floorplanning}} \\
Placeable core area & 0.01161 mm2 \\
Pre-Place Util & 31.37\% \\
Y dimension of the die & 112.2 um \\
\# rows & 39 \\
Total die area & roughly 0.013 mm2 \\
Num ports & 4 \\
Die Wd & 112.2 um \\
\multicolumn{2}{l}{\textbf{Yosys}} \\
Most used DFF post-synth & sky130\_fd\_sc\_hd\_\_dfxtp\_1 \\
Area leader, netlist & sky130\_fd\_sc\_hd\_\_dfxtp\_1 \\
Async set-or-reset flop fraction in the synthesized netlist & 0\% \\
Synth top area share & 51.65\% \\
Post-synthesis instance area & 0.003643 mm2 \\
Avg Cell Area, Syn & 8.675 um2 \\
Syn. warnings & 2 \\
Sequential fraction of the synthesis area & 51.65\% \\
Top-count cell post-synth & sky130\_fd\_sc\_hd\_\_dfxtp\_1 \\
Synth area leaders & sky130\_fd\_sc\_hd\_\_dfxtp\_1 52\%, sky130\_fd\_sc\_hd\_\_a21oi\_1 7.1\%, sky130\_fd\_sc\_hd\_\_nor3\_1 5.6\% \\
Post-synth cell types & 46 \\
Number of cells in the yosys synthesis report & 420 \\
Chip area in the Yosys report & approximately 0.0036 mm2 \\
Most frequent cells after synthesis & 94 x sky130\_fd\_sc\_hd\_\_dfxtp\_1, 52 x sky130\_fd\_sc\_hd\_\_a21oi\_1, 46 x sky130\_fd\_sc\_hd\_\_nor2\_1 \\
Seq cells post-synth & 94 \\
Count of flip-flops with a built-in enable after synthesis & 0 \\
Number of instances in the synthesized netlist & approximately 420 \\
\multicolumn{2}{l}{\textbf{Timing}} \\
Number of failing hold endpoints at the final stage & 0 \\
Remaining max-slew budget at the tightest pin & 50.51\% \\
Max Slew Vio Count & 0 \\
Final Hold Slack & 444.5 ps \\
Clock skew & around 5.8 ps \\
Final critical delay including setup and external delays & 2217 ps \\
RSZ-0062 raised after global routing & no \\
Final-layout setup total negative slack & 0 ps \\
Final count of negative-setup-slack endpoints & 0 \\
Worst-margin pin slew & 742.3 ps \\
Highest clock frequency the design can meet & 451.1 MHz \\
Worst Setup Slack, final & around 1500 ps \\
Period utilization & 59.91\% \\
\multicolumn{2}{l}{\textbf{Hold path}} \\
Hold Crit Endpoint & rFSM[3] \\
Hold Path Origin & rFSM[0] \\
Hold crit path type & flop to flop \\
Count of cells along the worst hold path & 1 \\
\multicolumn{2}{l}{\textbf{Route}} \\
Total antenna diodes in the routed design & 0 \\
Violation tally from detailed-route iteration zero & 168 \\
Vias after detailed routing & approximately 2700 \\
Count of antenna-violating nets left after detailed routing & 0 \\
Sum of routed wire length over all layers & 6.325 mm \\
Via density & just under 5 \\
DRC violations left & 0 \\
Routed WL per cell & 11.40 um \\
Number of detailed-route iterations in the first pass & 15 \\
\multicolumn{2}{l}{\textbf{CTS}} \\
Clock root cell & sky130\_fd\_sc\_hd\_\_clkbuf\_16 \\
Clk sinks & between 90 and 100 \\
Number of hold-repair buffers added at the cts stage & 0 \\
Number of buffers between clock root and the deepest sink & 2 \\
TritonCTS buffer count & 9 \\
Register clock-pin slew on the reported worst setup and hold paths & 60 ps \\
Buffer count from post-CTS setup fixing & 0 \\
Worst skew pair latency & 340 ps \\
H-tree levels & 3 \\
CTS tree & built \\
Resize count post-CTS & 0 \\
\multicolumn{2}{l}{\textbf{Pwr}} \\
Cell Pwr Density & $\sim$520 mW/mm2 \\
Worst IR drop on VDD & 0.4017 mV \\
Static Leakage & 0.001457 uW \\
\multicolumn{2}{l}{\textbf{Cells and area}} \\
Fraction of final layout cells sized beyond drive strength 1 & 7.524\% \\
Area added between synthesis and finish & 10.75\% \\
\multicolumn{2}{l}{\textbf{Run}} \\
OpenROAD warning count & 26 \\
Max Cap Violations & 0 \\
\hline
\end{tabular}
routing by layer:
metal	global-route usage (%)	part of all wire [%]
met5	0	0
met4	0.8889	0.55
met3	3.192	4.1
met2	16.52	44
met1	15.96	51
report_power, final:
group / internal (uW) / switching, uW / leakage, uW
sequential: 1050 / 21.8 / 0.000765
combinational: 36.8 / 66.8 / 0.000548
clock: 546 / 370 / 0.000143
layout by cell type (no fill, tap or decap), types with 7 or more instances in the layout:
cell type                   count
sky130_fd_sc_hd__nor2b_1       10
sky130_fd_sc_hd__nor2_1        46
sky130_fd_sc_hd__nor3_1        41
sky130_fd_sc_hd__dfxtp_1       94
sky130_fd_sc_hd__clkbuf_16      9
sky130_fd_sc_hd__a21oi_1       52
sky130_fd_sc_hd__xor2_1         7
sky130_fd_sc_hd__nand2_1       38
sky130_fd_sc_hd__nand3_1       27
sky130_fd_sc_hd__o21ai_1        7
flip-flops by register name (all words and copies together), names as in the netlist:
register,cells
rBuffer,50
UART_TX_INST.rCnt_Current,12
UART_TX_INST.rTxData_Current,7
rTxByte,7
UART_TX_INST.rFSM_Current,5
rCnt,5
rFSM,4
UART_TX_INST.rBit_Current,3
rTxStart,1
layout make-up:
cell class / instances / area, um2
Clock inverter: 4 / 55.05
Inverter: 4 / 15.01
Multi-Input combinational cell: 291 / 1605
Tap cell: 143 / 178.9
Clock buffer: 12 / 246.5
Sequential cell: 94 / 1882
Timing Repair Buffer: 7 / 52.55
Fill cell: 1165 / 7579
through the flow:
stage	cell area (um2)	cells	power (uW)	util, %
after floorplan	3643	420	1173	-
after global placement	3734	539	1191	32.15
after detailed placement	3734	539	1194	32.15
after CTS	4035	555	2114	34.74
after global routing	4035	555	2179	34.74
final	4035	555	2087	34.74
how the worst max path moves through the flow:
stage        from           to  slack [ps]  cells past startpoint
5_1_grt   rFSM[2]  rBuffer[59]        1310                      4
6_report  rFSM[2]  rBuffer[59]        1480                      4
4_1_cts   rFSM[2]  rBuffer[59]        1470                      4
critical path, stage by stage (launching register included):
cell	delay, ps
sky130_fd_sc_hd__dfxtp_1	710
sky130_fd_sc_hd__nand3_2	670
sky130_fd_sc_hd__buf_4	450
sky130_fd_sc_hd__a21oi_1	160
sky130_fd_sc_hd__a21oi_1	70
cells by family (layout without fill, tap and decap cells):
group                      count (synthesis)  after routing  synth area share, %
DFF                                       94             94                51.65
adders and majority gates                  4              4                1.374
and+or+nand+nor                          190            190                25.38
other                                      1              1               0.1029
AOI/OAI and AO/OA                         84             84                13.98
buffers and inverters                     35             27                4.498
xor gates and xnor gates                   8              8                1.923
muxes                                      4              4                1.099
Power and IR drop assume default switching activity.
